==> flow/design.v <==
module i_cache
(
    input wire clk,
    input wire rst,
    input wire discard,
    input wire instruction_read_flag,
    input wire[31:0] instruction_read_address,
    output reg _instruction_flag,
    output reg[31:0] _instruction,
    input wire running,
    input wire instruction_flag,
    input wire[31:0] instruction,
    output reg _instruction_read_flag,
    output reg[31:0] _instruction_read_address
);
reg[31:0] cache_address[256-1:0];
reg[31:0] cache_instruction[256-1:0];
integer i;
always @ (*)
begin
    if (rst==1)
    begin
        _instruction_read_flag=0;
        _instruction_read_address=0;
        for (i=0;i<256;i=i+1)
        begin
            cache_address[i]=0;
            cache_instruction[i]=0;
        end
    end
    else if (instruction_read_flag==0)
    begin
        _instruction_read_flag=0;
        _instruction_read_address=0;
    end
    else if (running==0&&discard==0)
    begin
        _instruction_read_flag=1;
        _instruction_read_address=instruction_read_address;
    end
end
always @ (*)
begin
    if (rst==1||instruction_read_flag==0)
    begin
        _instruction_flag=0;
        _instruction=0;
    end
    else if (instruction_flag==1)
    begin
        _instruction_flag=1;
        _instruction=instruction;
    end
    else
    begin
        _instruction_flag=0;
        _instruction=0;
    end
end
endmodule
==> flow/run.sh <==
#!/bin/bash
# OpenROAD 26Q1-2900-gdf79404cd8, Yosys 0.63+post, stock flow scripts
make -C /OpenROAD-flow-scripts/flow DESIGN_CONFIG=/design/flow/config.mk WORK_HOME=/design/flow/orfs finish
==> flow/config.mk <==
export PLATFORM = sky130hd
export DESIGN_NAME = i_cache
export DESIGN_NICKNAME = i_cache
export VERILOG_FILES = /design/flow/design.v
export SDC_FILE = /design/flow/constraint.sdc
export NUM_CORES = 4
export LEC_CHECK = 1
export CORE_AREA = 10 10 85 85
export DIE_AREA = 0 0 95 95
==> flow/constraint.sdc <==
current_design i_cache

set clk_period 5.9
set clk_io_pct 0.2

create_clock -name clk0 -period $clk_period

set non_clock_inputs [all_inputs -no_clocks]
set_input_delay [expr $clk_period * $clk_io_pct] -clock clk0 $non_clock_inputs
set_output_delay [expr $clk_period * $clk_io_pct] -clock clk0 [all_outputs]
==> impl_metrics.py <==
# Metrics from the implementation run
metrics = {
    "routing": {
        "drtIter0Drc": 23,
        "wirelength_mm": 4.17,
        "antenna_diode_count": 0,
        "drtAntennaViolNets": 0,
        "routed-via-count": 1128,
        "wl_per_cell_um": 13.5,
        "drc_errors": 0,
        "drt-pass1-iter-count": 3,
        "avgViaCountPerCell": 3.66,
    },
    "synth": {
        "synth_area_leader_cell": "sky130_fd_sc_hd__dlxtn_1",
        "synth_warnings": 3,
        "netlist-cell-type-count": 10,
        "yosysTopAreaCellShare_pct": 47.8,
        "synth_chip_area_um2": 1040,
        "synthTopCellsByArea": "sky130_fd_sc_hd__dlxtn_1 48%, sky130_fd_sc_hd__and2_1 22%, sky130_fd_sc_hd__and2_4 20%",
        "synthesis.area_um2": 1040,
        "postSynthRegisterBits": 33,
        "syn-instance-count": 106,
        "synth_area_per_cell_um2": 9.79,
        "yosysCellCount": 106,
    },
    "place": {
        "placement.cell_area_um2": 2440,
        "gp_congestion": 0.778,
        "buffer_ports.inserted": 135,
        "dp_hpwl_mm": 3.63,
    },
    "setup_path": {
        "timing.critical_path.to_type": "output pin",
        "crit_arrival_ns": 2.94,
        "crit_type": "in -> out",
        "worstSetupStartpointType": "input pin",
        "cp_max_fo": 33,
        "worstPathRequired_ns": 4.72,
    },
    "layout": {
        "layout.cells.most_common": "sky130_fd_sc_hd__clkdlybuf4s50_1",
        "final_layout_top_logic_cells": "135 x sky130_fd_sc_hd__clkdlybuf4s50_1, 37 x sky130_fd_sc_hd__and2_1, 33 x sky130_fd_sc_hd__dlxtn_1, 24 x sky130_fd_sc_hd__and2_4, 3 x sky130_fd_sc_hd__and2_2",
        "final_cell_area_um2": 2440,
        "signed_area_change_from_the_synthesized_netlist_to_the_final_layout_pct": 135,
        "final_layout_size_suffix_gt1_share_pct": 12.7,
        "final_core_utilization_pct": 44.6,
    },
    "sta": {
        "setup-violations-final": 0,
        "unclocked_regs": 33,
        "rsz0062_at_grt": "false",
        "final.setup.tns_ns": 0,
        "worst_slew_margin_rel_pct": 63.2,
        "maxClockFrequency_mhz": 243,
        "post-route-period-util_pct": 69.8,
        "timing_hold_violations_final": 0,
        "min_period_ns": 4.12,
        "final-max-slew-violation-count": 0,
        "endpoints_left_unconstrained": 66,
        "hold_ws_ns": 3.27,
        "worstMarginPinSlew_ns": 0.551,
    },
    "die": {
        "die_y_um": 95,
        "design.core.area_um2": 5470,
        "boundaryPins": 136,
        "fp_util_pct": 19.0,
        "floorplan.die_area_um2": 9030,
        "floorplan.rows": 27,
        "floorplan.die.width_um": 95,
    },
    "worst_hold_path": {
        "worstHoldPathType": "in -> out",
        "hold_depth": 3,
    },
    "grt": {
        "gr-total-overflow": 0,
        "grt_pass1_wl_mm": 5.76,
        "antenna_found_initial": 0,
        "grt_pass1_vias": 1048,
        "grt_max_degree": 35,
        "groute.usage.overall_pct": 8.03,
    },
    "power_and_ir_drop": {
        "cellPowerDensity_nw_per_um2": 37.3,
        "ir_worst_vdd_mv": 0.0197,
        "static-leakage-power_uw": 0.00100,
    },
    "clock_tree": {
        "cts.hold.buffers_added": 0,
        "post_cts.resized_instances": 0,
        "postCtsSetupRepairBufs": 0,
    },
    "job": {
        "timing.max_cap.violations": 0,
        "warning_count": 33,
    },
    "outcome": {
        "run_status": "finished clean",
    },
}
final timing paths:
path | start | slack (ns) | to
max | rst | 1.78 | _instruction[6]
min | instruction[3] | 3.27 | _instruction[3]
metrics by stage:
step	instances	setup WS, ns	total power (uW)
finish	308	1.78	91.1
global route	308	1.67	98.4
CTS	308	1.75	93.2
detailed placement	308	1.74	92.9
global placement	308	1.74	92.4
floorplan	106	3.02	30.9
power breakdown:
| part | leakage [uW] | internal, uW | switching, uW | total (uW) |
|---|---|---|---|---|
| clock | 0 | 0 | 0 | 0 |
| combinational | 0.000744 | 62.8 | 16.7 | 79.4 |
| sequential | 0.000256 | 11.3 | 0.364 | 11.7 |
| total | 0.00100 | 74.1 | 17.0 | 91.1 |
synth_stat cells:
library cell               instances
sky130_fd_sc_hd__and2_4           24
sky130_fd_sc_hd__buf_2             1
sky130_fd_sc_hd__o21a_1            1
sky130_fd_sc_hd__clkbuf_1          2
sky130_fd_sc_hd__and2_1           37
sky130_fd_sc_hd__buf_6             3
sky130_fd_sc_hd__and2_2            3
sky130_fd_sc_hd__dlxtn_1          33
sky130_fd_sc_hd__nor2b_4           1
sky130_fd_sc_hd__and3b_2           1
kinds of logic (layout without fill, tap and decap cells):
logic type             count (synthesis)  in the layout  synth area share, %
latches                               33             33                 47.8
and+or+nand+nor                       66             66                 47.0
buffers and inverters                  6            136                 4.46
AOI/OAI and AO/OA                      1              1                0.724
final cells by class:
class	instances	area [um^2]
fillers	551	3030
multi-input cells	67	495
flip-flops and latches	33	495
well taps	72	90.1
repair buffers	136	1360
sequential cells by signal, summed over array words and instances (netlist names):
signal	cells
_instruction_read_address	32
_instruction_read_flag	1
worst max-delay path: stages:
cell and delay [ns]:
sky130_fd_sc_hd__clkdlybuf4s50_1 0.45, sky130_fd_sc_hd__and3b_2 0.60, sky130_fd_sc_hd__and2_4 0.22, sky130_fd_sc_hd__clkdlybuf4s50_1 0.49
metal layers:
| layer | routed length, um | vias up | track usage (%) |
|---|---|---|---|
| met5 | 0 | - | 0 |
| met4 | 0 | 0 | 0 |
| met3 | 792 | 0 | 5.13 |
| met2 | 1620 | 93 | 12.5 |
| met1 | 1760 | 460 | 9.83 |
| li1 | - | 575 | - |
Power figures rest on the tool's default switching activity, not on a simulated workload.
